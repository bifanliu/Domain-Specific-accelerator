$ cat ./run.sh
#!/bin/bash
# OpenROAD 26Q1-2900-gdf79404cd8, Yosys 0.63+post, stock flow scripts
make -C /OpenROAD-flow-scripts/flow DESIGN_CONFIG=/design/flow/config.mk WORK_HOME=/design/flow/orfs finish
$ cat ./config.mk
export PLATFORM = sky130hd
export DESIGN_NAME = bpu
export DESIGN_NICKNAME = bpu
export VERILOG_FILES = /design/flow/design.v
export SDC_FILE = /design/flow/constraint.sdc
export NUM_CORES = 4
export LEC_CHECK = 1
export CORE_UTILIZATION = 30
export SYNTH_MEMORY_MAX_BITS = 65536
$ cat ./constraint.sdc
current_design bpu

set clk_period 25.9
set clk_io_pct 0.2

create_clock -name clk0 -period $clk_period [get_ports {clk_i}]

set non_clock_inputs [all_inputs -no_clocks]
set_input_delay [expr $clk_period * $clk_io_pct] -clock clk0 $non_clock_inputs
set_output_delay [expr $clk_period * $clk_io_pct] -clock clk0 [all_outputs]
$ cat ./design.v
`timescale 1ns / 1ps
`timescale 1ns / 1ps 
module bpu #( parameter ENTRY_NUM = 64, parameter XLEN = 32 )
(
    input               clk_i,
    input               rst_i,
    input               stall_i,
    input  [XLEN-1 : 0] pc_i,  
    input               is_jal_i,
    input               is_cond_branch_i,
    input  [XLEN-1 : 0] dec_pc_i,  
    input               exe_is_branch_i,
    input               branch_taken_i,
    input               branch_misprediction_i,
    input  [XLEN-1 : 0] branch_target_addr_i,
    output              branch_hit_o,
    output              branch_decision_o,
    output [XLEN-1 : 0] branch_target_addr_o
);
localparam NBITS = $clog2(ENTRY_NUM);
wire [NBITS-1 : 0]      read_addr;
wire [NBITS-1 : 0]      write_addr;
wire [XLEN-1 : 0]       branch_inst_tag;
wire                    we;
reg                     BHT_hit_ff, BHT_hit;
reg  [1 : 0]            branch_likelihood[ENTRY_NUM-1 : 0];
assign we = ~stall_i & (is_cond_branch_i | is_jal_i) & !BHT_hit;
assign read_addr = pc_i[NBITS+2 : 2];
assign write_addr = dec_pc_i[NBITS+2 : 2];
integer idx;
always @(posedge clk_i)
begin
    if (rst_i)
    begin
        for (idx = 0; idx < ENTRY_NUM; idx = idx + 1)
            branch_likelihood[idx] <= 2'b0;
    end
    else if (stall_i)
    begin
        for (idx = 0; idx < ENTRY_NUM; idx = idx + 1)
            branch_likelihood[idx] <= branch_likelihood[idx];
    end
    else
    begin
        if (we)  
        begin
            branch_likelihood[write_addr] <= {branch_taken_i, branch_taken_i};
        end
        else if (exe_is_branch_i)
        begin
            case (branch_likelihood[write_addr])
                2'b00:   
                    if (branch_taken_i)
                        branch_likelihood[write_addr] <= 2'b01;
                    else
                        branch_likelihood[write_addr] <= 2'b00;
                2'b01:   
                    if (branch_taken_i)
                        branch_likelihood[write_addr] <= 2'b11;
                    else
                        branch_likelihood[write_addr] <= 2'b00;
                2'b10:   
                    if (branch_taken_i)
                        branch_likelihood[write_addr] <= 2'b11;
                    else
                        branch_likelihood[write_addr] <= 2'b00;
                2'b11:   
                    if (branch_taken_i)
                        branch_likelihood[write_addr] <= 2'b11;
                    else
                        branch_likelihood[write_addr] <= 2'b10;
            endcase
        end
    end
end
distri_ram #(.ENTRY_NUM(ENTRY_NUM), .XLEN(XLEN*2))
BPU_BHT(
    .clk_i(clk_i),
    .we_i(we),                   
    .write_addr_i(write_addr),   
    .read_addr_i(read_addr),     
    .data_i({branch_target_addr_i, dec_pc_i}),  
    .data_o({branch_target_addr_o, branch_inst_tag})
);
always @ (posedge clk_i)
begin
    if (rst_i) begin
        BHT_hit_ff <= 1'b0;
        BHT_hit <= 1'b0;
    end
    else if (!stall_i) begin
        BHT_hit_ff <= branch_hit_o;
        BHT_hit <= BHT_hit_ff;
    end
end
assign branch_hit_o = (branch_inst_tag == pc_i);
assign branch_decision_o = branch_likelihood[read_addr][1];
endmodule
`timescale 1ns / 1ps
module distri_ram
#(parameter ENTRY_NUM = 32,
  parameter XLEN = 32,
  parameter AWDTH = $clog2(ENTRY_NUM))
(
    input                clk_i,
    input                we_i,
    input  [AWDTH-1 : 0] read_addr_i,
    input  [AWDTH-1 : 0] write_addr_i,
    input  [XLEN-1 : 0]  data_i,
    output [XLEN-1 : 0]  data_o
);
reg [XLEN-1 : 0] RAM[ENTRY_NUM-1 : 0];
integer i;
assign data_o = RAM[read_addr_i];
initial
begin
    for (i = 0; i < ENTRY_NUM; i = i + 1)
        RAM[i] <= 0;
end
always @(posedge clk_i)
begin
    if (we_i)
    begin
        RAM[write_addr_i] <= data_i;
    end
end
endmodule
==> impl_table.tex <==
% Implementation results table
\begin{tabular}{lr}
\hline
Metric & Value \\
\hline
\multicolumn{2}{l}{\textbf{Clock tree}} \\
Clk sinks & approximately 4200 \\
Buffers inserted by post-CTS timing repair & 0 \\
Resized cells post-CTS & 0 \\
Total clock buffers created by CTS & between 300 and 400 \\
Depth of the CTS H-tree & 5 \\
Clock root buffer master & sky130\_fd\_sc\_hd\_\_clkbuf\_16 \\
CTS max path bufs & 4 \\
TritonCTS clock tree & yes \\
Clock latency of the later-clocked register in the worst-skew pair & 0.97 ns \\
Total of hold buffers inserted after clock tree synthesis & 0 \\
Clk slew on worst S/H paths & about 0.060 ns \\
\multicolumn{2}{l}{\textbf{Hold path}} \\
Hold Crit Class & reg2reg \\
\multicolumn{2}{l}{\textbf{Synth}} \\
Yosys warning count & 2 \\
EDFF count, synth & around 4200 \\
Tally of unique sky130hd cells used after synthesis & 76 \\
Total cell area reported by yosys after synthesis & about 160000 um2 \\
Fraction of registers with async set or reset after synthesis & 0 \\
Gate Count Post-Synth & about 7100 \\
Sequential cell area fraction in the yosys report & 0.7798 \\
Synth Register Bits & between 4000 and 5000 \\
Main synth FF type & sky130\_fd\_sc\_hd\_\_edfxtp\_1 \\
Cell area after technology mapping & about 160000 um2 \\
Post-synthesis cell count from yosys & 7128 \\
Avg Inst Size Synth & around 23 um2 \\
\multicolumn{2}{l}{\textbf{Place}} \\
Port-buffer cells & between 100 and 150 \\
Last weighted congestion value of the routability-driven placer & about 0.87 \\
HPWL after detailed placement & around 260 mm \\
\multicolumn{2}{l}{\textbf{Power and ir drop}} \\
Clock share of power & 0.414 \\
LEAKAGE & between 50 and 60 nW \\
Relative contribution of sequential cells to total power & 0.536 \\
Design internal power & 11.18 mW \\
Fraction of power spent switching nets & 0.2104 \\
Fraction of power consumed by combinational cells & 0.050 \\
Pwr dens & approximately 75 nW/um2 \\
Net switching power of the design & between 2 and 3 mW \\
Worst IR drop on VDD & 0.05710 mV \\
\multicolumn{2}{l}{\textbf{STA}} \\
Final cycle utilization of the critical path & 0.6589 \\
Hold WS & roughly 0.52 ns \\
Actual slew at the worst max-slew pin & between 1 and 1.5 ns \\
Clock skew & approximately 0.083 ns \\
RSZ-0062 raised after global routing & false \\
Highest achievable clock rate & about 59 MHz \\
Final Hold Fails & 0 \\
Max-slew violations & 0 \\
Setup-failing EPs final & 0 \\
Final total negative setup slack & 0 ns \\
Max\_slew headroom & 0.2507 \\
Min Tclk post-route & between 15 and 20 ns \\
\multicolumn{2}{l}{\textbf{Flow run}} \\
Number of OpenROAD warnings & 30 \\
Max capacitance violation total & 0 \\
\multicolumn{2}{l}{\textbf{Route}} \\
Iteration tally of the first detailed-router pass & 7 \\
Iteration-0 DRC Markers & about 5200 \\
Wire length reported by the detailed router & between 400 and 500 mm \\
Per-cell routed wire length & 30.59 um \\
DRC violations left & 0 \\
Antenna viol nets, final & 0 \\
Detailed-route via count & 78096 \\
Post-detailed-route via-to-cell ratio & 5.136 \\
\multicolumn{2}{l}{\textbf{Cells and area}} \\
Fraction of final layout cells sized beyond drive strength 1 & 0.2825 \\
Number of fill cells in the layout & about 50000 \\
Synthesis-to-layout area growth & 15.23\% \\
\multicolumn{2}{l}{\textbf{Critical path}} \\
Startpoint types & primary input \\
Capturing element type of the critical path & output port \\
Critical path peak fanout & $\sim$63 \\
Crit path arrival time & between 10 and 15 ns \\
Crit Path Class & in2out \\
Required @ worst endpoint & slightly above 20 ns \\
\multicolumn{2}{l}{\textbf{Global routing}} \\
Global-route track usage on met2 & 0.2833 \\
Grt total ovfl & 0 \\
Via count of the first global-routing pass & between 80000 and 90000 \\
Maximum number of pins on one net before global-route repair & 110 \\
Global routing's busiest layer & met2 \\
Aggregate global-route resource usage & 0.1820 \\
Met1 global-route usage & 0.1664 \\
Number of antenna violations at the first check in global routing & 28 \\
Met3 Resource Use GR & 0.1666 \\
Global-route wire length before repair & between 600 and 700 mm \\
\multicolumn{2}{l}{\textbf{Outcome}} \\
Result of the run & complete, no violations \\
\multicolumn{2}{l}{\textbf{Floorplan}} \\
DIE WIDTH & between 700 and 800 um \\
Core area & approximately 540000 um2 \\
Vert. Die Dim & around 740 um \\
Overall chip area & approximately 550000 um2 \\
Floorplan Utilization & 0.3010 \\
Ports & around 140 \\
Core Rows & roughly 270 \\
\hline
\end{tabular}
[through the flow]
stage | util | power, mW | setup slack [ns] | cells | cell area (um2)
6_report | 0.3469 | 14.15 | 8.834 | 15205 | 187500
5_1_grt | 0.3469 | 14.53 | 8.244 | 15204 | 187500
4_1_cts | 0.3469 | 14.25 | 8.518 | 15200 | 187500
3_5_place_dp | 0.3228 | 8.445 | 8.495 | 14477 | 174500
3_3_place_gp | 0.3228 | 8.430 | 8.549 | 14477 | 174500
2_1_floorplan | - | 8.116 | 12.70 | 7128 | 162700
[registers in the layout, indices dropped and copies added, names as in the netlist]
signal / cells
BHT_hit: 1
branch_likelihood: 128
BPU_BHT.RAM: 4096
BHT_hit_ff: 1
[cell usage after synthesis, drive strengths merged (4+ instances only)]
cell,instances,area [um2]
a221o,5,50.05
mux2,32,360.4
nor3b,5,42.54
and3b,4,35.03
and2,14,87.58
nor3,30,155.1
nand2,116,435.4
clkbuf,171,641.9
nand2b,19,118.9
edfxtp,4224,126800
o22ai,23,143.9
o211ai,7,52.55
nand4,29,181.4
o21ai,40,200.2
a32oi,15,131.4
o31ai,8,60.06
mux2i,207,2072
xnor2,14,122.6
nand3,51,255.2
a21oi,60,300.3
xor2,11,96.34
o221ai,9,78.83
inv,18,67.56
nand3b,4,30.03
a22o,17,148.9
o2111ai,7,61.31
nor2,268,1008
or3,5,31.28
mux4,1091,24570
or2,6,37.54
a2111oi,6,52.55
a21o,65,488.0
a31oi,25,156.4
a211oi,15,112.6
nor2b,36,225.2
and3,12,75.07
buf,220,1294
nor4,6,43.79
a22oi,172,1291
a221oi,20,175.2
[logic make-up after synthesis]
family                    after synthesis  synth area share
and+or+nand+nor                       614           0.01744
xor gates and xnor gates               25          0.001346
buffers and inverters                 411           0.01236
muxes                                1330            0.1660
DFF                                  4226            0.7798
AOI/OAI and AO/OA                     522           0.02314
[power groups by stage]
stage	logic, mW	registers (mW)	clock network, mW
final	0.712	7.58	5.86
after global routing	0.761	7.58	6.19
after CTS	0.721	7.58	5.95
[worst max-delay path, cell delays in order]
cell and delay, ns:
sky130_fd_sc_hd__buf_16 0.31, sky130_fd_sc_hd__buf_4 0.60, sky130_fd_sc_hd__buf_4 0.63, sky130_fd_sc_hd__buf_4 0.69, sky130_fd_sc_hd__and2_1 0.22, sky130_fd_sc_hd__buf_4 0.30
sky130_fd_sc_hd__a22oi_1 0.24, sky130_fd_sc_hd__a21oi_1 0.26, sky130_fd_sc_hd__a31oi_1 0.08, sky130_fd_sc_hd__a31oi_1 0.21, sky130_fd_sc_hd__xnor2_1 0.29, sky130_fd_sc_hd__nor4_1 0.94
sky130_fd_sc_hd__nand4_1 0.57, sky130_fd_sc_hd__nor3_1 0.36, sky130_fd_sc_hd__clkdlybuf4s50_1 0.76
[cell type report]
cell class,count,area (um2),share of cell area
Tap cell,7208,9019,0.04810
Timing Repair Buffer,532,4145,0.02211
Antenna cell,5,12.51,0.00006673
Clock inverter,259,2774,0.01479
Inverter,20,82.58,0.0004404
Clock buffer,464,10250,0.05467
Multi-Input combinational cell,2491,34330,0.1831
Sequential cell,4226,126900,0.6767
[cells in the final DEF, fill, tap and decap left out, types with 15 or more instances in the layout]
master                            synthesis  layout
sky130_fd_sc_hd__a22o_1                  17      17
sky130_fd_sc_hd__clkbuf_1               171      64
sky130_fd_sc_hd__clkinvlp_4               0      27
sky130_fd_sc_hd__clkbuf_16                0     400
sky130_fd_sc_hd__a31oi_1                 25      25
sky130_fd_sc_hd__nand2_1                116     116
sky130_fd_sc_hd__buf_4                   37     390
sky130_fd_sc_hd__clkinv_1                 2      75
sky130_fd_sc_hd__mux4_2                1091    1091
sky130_fd_sc_hd__o21ai_0                 37      37
sky130_fd_sc_hd__a22oi_1                172     172
sky130_fd_sc_hd__mux2i_1                207     207
sky130_fd_sc_hd__nand4_1                 29      29
sky130_fd_sc_hd__nor2_4                   0      65
sky130_fd_sc_hd__a21o_1                  65      65
sky130_fd_sc_hd__a221oi_1                20      20
sky130_fd_sc_hd__nand2b_1                19      19
sky130_fd_sc_hd__clkinv_2                 0      77
sky130_fd_sc_hd__nand3_1                 51      51
sky130_fd_sc_hd__nor2b_1                 36      34
sky130_fd_sc_hd__a211oi_1                15      15
sky130_fd_sc_hd__edfxtp_1              4224    4224
sky130_fd_sc_hd__a32oi_1                 15      15
sky130_fd_sc_hd__o22ai_1                 23      23
sky130_fd_sc_hd__nor2_1                 267     202
sky130_fd_sc_hd__nor3_1                  29      29
sky130_fd_sc_hd__clkdlybuf4s50_1          0      65
sky130_fd_sc_hd__buf_2                  102      64
sky130_fd_sc_hd__a21oi_1                 60      60
sky130_fd_sc_hd__inv_1                   18      17
sky130_fd_sc_hd__mux2_2                  32      32
sky130_fd_sc_hd__bufinv_16                0      49
[path summary, 6_finish.rpt]
check	from	to	slack [ns]	cells after the start
min reg2reg	BHT_hit$_SDFFE_PP0N_	BHT_hit$_SDFFE_PP0N_	0.52	2
max	pc_i[2]	branch_hit_o	8.83	15
max reg2reg	BHT_hit$_SDFFE_PP0N_	BPU_BHT.RAM[58][54]$_DFFE_PP_	21.61	6
min	BHT_hit$_SDFFE_PP0N_	BHT_hit$_SDFFE_PP0N_	0.52	2
[metal layers]
| metal | share of wire | wire length (um) |
|---|---|---|
| met5 | 0.0031 | 1455 |
| met4 | 0.037 | 17280 |
| met3 | 0.20 | 93840 |
| met2 | 0.48 | 224600 |
| met1 | 0.28 | 127900 |
Power figures rest on the tool's default switching activity, not on a simulated workload.

==> design/flow/config.mk <==
export PLATFORM = sky130hd
export DESIGN_NAME = atomic_unit
export DESIGN_NICKNAME = atomic_unit
export VERILOG_FILES = /design/flow/design.v
export SDC_FILE = /design/flow/constraint.sdc
export NUM_CORES = 4
export LEC_CHECK = 1
export CORE_AREA = 10 10 424 424
export DIE_AREA = 0 0 434 434
==> design/flow/constraint.sdc <==
current_design atomic_unit

set clk_period 20.7
set clk_io_pct 0.2

create_clock -name clk0 -period $clk_period [get_ports {clk_i}]

set non_clock_inputs [all_inputs -no_clocks]
set_input_delay [expr $clk_period * $clk_io_pct] -clock clk0 $non_clock_inputs
set_output_delay [expr $clk_period * $clk_io_pct] -clock clk0 [all_outputs]
==> design/flow/design.v <==
`timescale 1 ns / 1 ps
`timescale 1ns / 1ps 
module atomic_unit #
(
    parameter integer N      = 1,    
    parameter integer XLEN   = 32,   
    parameter integer CLSIZE = 256  
)
(
    input                 clk_i,
    input                 rst_i,
    input  [N-1 : 0]      core_id_i,  
    input                 core_strobe_i,
    input  [XLEN-1 : 0]   core_addr_i,
    input                 core_rw_i,
    input  [CLSIZE-1 : 0] core_data_i,
    output                core_done_o,
    output [CLSIZE-1 : 0] core_data_o,
    input                 core_is_amo_i,
    input  [ 4 : 0]       core_amo_type_i,
    output                M_DMEM_strobe_o,
    output [XLEN-1 : 0]   M_DMEM_addr_o,
    output                M_DMEM_rw_o,
    output [CLSIZE-1 : 0] M_DMEM_data_o,
    input                 M_DMEM_done_i,
    input  [CLSIZE-1 : 0] M_DMEM_data_i
);
localparam Bypass    = 0,
           AmoRd     = 1,
           AmoWr     = 2,
           AmoFinish = 3,
           AmoWaitCohere = 4,
           Lr        = 5,
           Wait      = 6;
reg  [CLSIZE-1 : 0]    m_data;
reg  [ 2 : 0]          state;
reg  [ 2 : 0]          state_next;
reg  [$clog2(N) : 0]   core_id_bin;
reg  [XLEN-1 : 2]      reservation_addr [N-1:0];
reg  [N-1 : 0]         reservation;
reg  [N-1 : 0]         addr_h_match;  
reg  [N-1 : 0]         addr_l_match;
reg  [N-1 : 0]         rm_reservation;
wire                   sc_fail;
wire is_lr = (core_amo_type_i[1:0] == 2'b10);
wire is_sc = (core_amo_type_i[1:0] == 2'b11);
wire                amo_strobe;
wire [XLEN-1 : 0]   amo_addr;
wire                amo_rw;
wire                amo_done;
wire [CLSIZE-1 : 0] amo_data2core;
wire [CLSIZE-1 : 0] amo_data2mem;
wire [ 4 : 0]     op;
wire [XLEN-1 : 0] rs1;    
wire [XLEN-1 : 0] rs2;    
reg  [XLEN-1 : 0] result;
always @(posedge clk_i)
begin
    if (rst_i)
        state <= Bypass;
    else
        state <= state_next;
end
always @(*) begin
    case (state)
        Bypass:
            if (core_strobe_i & core_is_amo_i)
                if (is_sc & sc_fail)
                    state_next = AmoFinish;
                else
                    state_next = AmoRd;
            else
                state_next = Bypass;
        AmoRd:
            if (M_DMEM_done_i)
                if(is_lr)
                    state_next = AmoFinish;
                else
                    state_next = Wait;
            else
                state_next = AmoRd;
        Wait:
            state_next = AmoWr;
        AmoWr:
            if (M_DMEM_done_i)
                state_next = AmoFinish;
            else
                state_next = AmoWr;
        AmoFinish:
            state_next = Bypass;
        default: 
            state_next = Bypass;
    endcase
end
always @(posedge clk_i ) begin
    if (state == AmoRd)
        m_data <= M_DMEM_data_i;
end
always @(*) begin
    case (core_id_i)
        2'b01: core_id_bin = 0;
        2'b10: core_id_bin = 1;
        default: core_id_bin = 0;
    endcase
end
integer i;
always @(*) begin
    for (i = 0 ; i < N ; i = i + 1) begin
        addr_h_match[i] = (reservation_addr[i][XLEN-1:5] == core_addr_i[XLEN-1:5]);  
        addr_l_match[i] = (reservation_addr[i][4:2] == core_addr_i[4:2]);
        rm_reservation[i] = (is_sc & core_id_bin == i) | (~is_lr & core_rw_i & addr_h_match[i]);
    end
end
always @(posedge clk_i ) begin
    for (i = 0 ; i < N ; i = i + 1) begin
        if (rst_i) begin
            reservation[i] <= 1'b0;
        end else if(core_done_o) begin
            reservation[i] <= (is_lr & core_id_bin == i ) & ~rm_reservation[i];
        end
    end
end
always @(posedge clk_i ) begin
    if (rst_i)
        for (i = 0 ; i < N ; i = i + 1)
            reservation_addr[i] <= 0;
    else if (core_done_o & is_lr)
        reservation_addr[core_id_bin] <= core_addr_i[XLEN-1:2];
end
assign sc_fail = ~(reservation[core_id_bin] & addr_l_match[core_id_bin] & addr_h_match[core_id_bin]);
assign rs1         = m_data[CLSIZE-1:CLSIZE-32];
assign rs2         = core_data_i[CLSIZE-1:CLSIZE-32];
assign op          = core_amo_type_i;
assign amo_strobe    = (state == AmoRd) || (state == AmoWr);
assign amo_rw        = (state == AmoWr);
assign amo_data2core = {is_sc ? { {XLEN-1{1'b0}}, sc_fail} : rs1, {CLSIZE-32{1'b0}}};
assign amo_data2mem  = {result, m_data[CLSIZE-1-32:0]};
assign amo_done      = (state == AmoFinish);
assign M_DMEM_strobe_o  = core_is_amo_i ? amo_strobe    : core_strobe_i;
assign M_DMEM_addr_o    = core_addr_i;
assign M_DMEM_rw_o      = core_is_amo_i ? amo_rw        : core_rw_i;
assign M_DMEM_data_o    = core_is_amo_i ? amo_data2mem  : core_data_i;
assign core_done_o      = core_is_amo_i ? amo_done      : M_DMEM_done_i;
assign core_data_o      = core_is_amo_i ? amo_data2core : M_DMEM_data_i;
localparam [4:0] SWAP = 5'b00001,
                 ADD  = 5'b00000,
                 XOR  = 5'b00100,
                 AND  = 5'b01100,
                 OR   = 5'b01000,
                 MIN  = 5'b10000,
                 MAX  = 5'b10100,
                 MINU = 5'b11000,
                 MAXU = 5'b11100,
                 SC   = 5'b00011;
wire               rs1_SLT_rs2;
wire signed [32:0] rs1_ext;
wire signed [32:0] rs2_ext;
assign rs1_ext = {(~op[3] & rs1[31]), rs1};
assign rs2_ext = {(~op[3] & rs2[31]), rs2};
assign rs1_SLT_rs2 = rs1_ext < rs2_ext;
always @(*) begin
    case (op)
        SC  : result = rs2;
        SWAP: result = rs2;
        ADD : result = rs1 + rs2;
        XOR : result = rs1 ^ rs2;
        AND : result = rs1 & rs2;
        OR  : result = rs1 | rs2;
        MIN : result = rs1_SLT_rs2 ? rs1 : rs2;
        MAX : result = rs1_SLT_rs2 ? rs2 : rs1;
        MINU: result = rs1_SLT_rs2 ? rs1 : rs2;
        MAXU: result = rs1_SLT_rs2 ? rs2 : rs1;
        default: result = rs2;
    endcase
end
endmodule
==> design/flow/run.sh <==
#!/bin/bash
# OpenROAD 26Q1-2900-gdf79404cd8, Yosys 0.63+post, stock flow scripts
make -C /OpenROAD-flow-scripts/flow DESIGN_CONFIG=/design/flow/config.mk WORK_HOME=/design/flow/orfs finish
==> flow_metrics.env <==
# implementation run metrics
export IMPL_status="complete, no violations"
export IMPL_cts_made_buffers=43
export IMPL_post_route_period_util_pct=62.18
export IMPL_path_buffers=3
export IMPL_chip_area_um2=188400
export IMPL_worstSetupStartpointType="primary input"
export IMPL_startpoint="core_data_i[253]"
export IMPL_rsz0062_at_grt="no"
export IMPL_die_h_um=434
export IMPL_lay_top_count="clkdlybuf4s50_1"
export IMPL_rrSetupSlack_ps=18160
export IMPL_vias=18200
export IMPL_placed_cells=4917
export IMPL_num_fill_cells=18450
export IMPL_postCtsResizedCells=0
export IMPL_place_ws_ps=7775
export IMPL_cp_slowest_stage_delay_ps=860
export IMPL_maxSlewHeadroom_pct=48.38
export IMPL_path_common_cell="clkdlybuf4s50_1"
export IMPL_finalNonFillerCells=5023
export IMPL_cts_tree="done"
export IMPL_required_ps=16560
export IMPL_area_growth_pct=78.39
export IMPL_hold_ws_ps=448.3
export IMPL_power_total_mw=1.929
export IMPL_topCellsByArea="edfxtp_1 (46%), mux2_2 (13%), nor2b_1 (7.7%), ha_1 (6.4%), xnor2_1 (2.2%)"
export IMPL_path_class="in -> out"
export IMPL_cts_setup_buffers=0
export IMPL_setup_ws_ps=7828
export IMPL_ys_warn_count=1
export IMPL_antenna_left=0
export IMPL_drt_pre_antenna_iters=6
export IMPL_worst_slew_pin_transition_ps=774.3
export IMPL_synth_cell_types=74
export IMPL_hp_class="reg -> reg"
export IMPL_final_max_slew_violation_count=0
export IMPL_clock_latency_ps=630
export IMPL_crit_path_end_kind="output pin"
export IMPL_fp_utilization_pct=11.06
export IMPL_yosys_cells=1704
export IMPL_ys_ff=292
export IMPL_port_buffers=1097
export IMPL_io_pins=1103
export IMPL_tool_warnings=93
export IMPL_grt_pass1_wl_mm=202.6
export IMPL_grt_max_degree=107
export IMPL_cp_top_family="simple AND/OR/NAND/NOR gates"
export IMPL_r2r_start="state[3]"
export IMPL_hold_viol=0
export IMPL_place_congestion=1.018
export IMPL_setup_viol_count_final=0
export IMPL_skew_ps=29.60
export IMPL_ys_area_um2=18780
export IMPL_comb_area_um2=8915
export IMPL_hold_buffers=0
export IMPL_cap_violations=0
export IMPL_final_cell_mix="clkdlybuf4s50_1 (1095), edfxtp_1 (286), nor2b_1 (231)"
export IMPL_clk_pin_slew_ps=60
export IMPL_top_area_cell="edfxtp_1"
export IMPL_crit_chain="clkdlybuf4s50_1, inv_1, ha_1, nor3_1, o211ai_1, nor4_1, nand3_1, a2111oi_2, a41oi_2, and3_2, nand2b_4, nand2_1, o21ai_0, clkdlybuf4s50_1"
export IMPL_wl_mm=163.5
export IMPL_htree_levels=2
export IMPL_die_w_um=434
export IMPL_clock_sinks=292
export IMPL_clk_path_buf_depth=3
export IMPL_min_from="state[4]"
export IMPL_yosysSeqAreaShare_pct=46.37
export IMPL_grt_antenna_before_repair=128
export IMPL_drive_above_1_share_pct=12.46
export IMPL_edf_count=286
export IMPL_cellLeakagePower_nw=11.76
export IMPL_post_route_drc_count=0
export IMPL_rows=151
export IMPL_worst_ir_drop_vdd_uv=53.10
export IMPL_tns_ps=0
export IMPL_powerDensity_nw_per_um2=57.58
export IMPL_hpwl_mm=142.8
export IMPL_cp_max_fo=23
export IMPL_synthesis_instances=1704
export IMPL_avgSynthCellArea_um2=11.02
export IMPL_core_region_area_um2=169800
export IMPL_cts_root_buf="clkbuf_16"
export IMPL_synth_area_um2=18780
export IMPL_grt_overflow=0
export IMPL_critPathArrivalTime_ps=8730
export IMPL_clock_fmax_ghz=0.07769
export IMPL_wl_per_cell_um=32.56
export IMPL_drtIter0Drc=1214
export IMPL_min_period_ps=12870
export IMPL_synthArstFlopShare_pct=0
export IMPL_cp_slowest_cell="clkdlybuf4s50_1"
export IMPL_grt_pass1_vias=18270
export IMPL_synth_top_cell_area_share_pct=45.73
export IMPL_drt_vias_per_instance=3.623
export IMPL_flop_area_um2=8712
export IMPL_ys_flop_type="edfxtp_1"
export IMPL_grt_usage_pct=16.91
## cells in the mapped netlist (7+ instances only)
cell type,number
a21o_1,18
a21oi_1,81
a221o_1,8
a221oi_1,7
a222oi_1,8
and2_1,34
buf_4,33
clkbuf_1,78
clkbuf_8,8
edfxtp_1,286
ha_1,96
inv_1,111
mux2_2,225
mux2i_1,7
nand2_1,90
nand3_1,9
nand4_1,10
nor2_1,59
nor2b_1,231
nor3_1,19
o21ai_0,72
o21ai_1,22
xnor2_1,48
xor2_1,7
## report_power, final
part | leakage [nW] | switching [mW] | internal, mW | total, mW
Clock | 0.674 | 0.322 | 0.430 | 0.753
Combinational | 8.38 | 0.221 | 0.273 | 0.494
Sequential | 2.70 | 0.00897 | 0.673 | 0.682
Total | 11.8 | 0.553 | 1.38 | 1.93
## path summary, 6_finish.rpt
check / to / cells past startpoint
worst min-delay path: state[0] / 1
worst max register to register: m_data[85] / 2
worst max-delay path: M_DMEM_data_o[232] / 14
worst min register to register: state[0] / 1
## metal layers
metal | global-route usage (%) | routed length, um | up-vias | share of wire [%]
li1 | - | - | 8160 | -
met1 | 16.13 | 50070 | 8672 | 31
met2 | 29.78 | 85040 | 986 | 52
met3 | 9.175 | 19320 | 335 | 12
met4 | 6.919 | 8428 | 46 | 5.2
met5 | 1.536 | 677 | - | 0.41
## cell families (layout without fill, tap and decap cells)
logic type,after synthesis,in the layout,share of synthesized area (%)
xor+xnor,55,55,2.565
other cells,0,27,0
fa+ha+maj,97,97,6.503
flops,292,292,46.37
buf+inv,245,1319,6.223
compound gates,290,290,9.934
simple gates,493,493,14.54
mux,232,232,13.87
## cell type report
cell class,instances,share of cell area [%]
clock inverter,26,0.7395
multi-input combinational,1167,26.61
clock buffer,53,3.384
inverter,111,1.244
timing repair buffer,1129,33.53
antenna,27,0.2017
tap,2218,8.284
sequential,292,26.01
## flip-flops by register name, summed over array words and instances, names as in the netlist
signal	cells
reservation	1
state	5
m_data	256
reservation_addr	30
## through the flow
step,area [um2],utilization [%]
after global placement,32050,18.87
final,33500,19.72
after global routing,33470,19.70
after CTS,33430,19.68
after detailed placement,32050,18.87
after floorplan,18780,-
Power and IR drop assume default switching activity.
